### flow/design.v
`timescale 1ns / 1ps
module baud_gen(input clk,
input rst,
input [10:0] dvsr,
output tick 
    );
reg [10:0] r_reg;
wire [10:0] r_next;
always @(posedge clk or posedge rst)
    begin
        if (rst)
            r_reg <= 0;
        else
            r_reg <= r_next;
    end
assign r_next = (r_reg == dvsr) ? 0 : (r_reg + 1);
assign tick = (r_reg == 1);
endmodule
`timescale 1ns / 1ps
module uart_rx #(
 parameter DBIT = 8,              
            SB_TICK = 16)       
(
input clk,
input rst,
input rx,
input s_tick,
output reg rx_done_tick,
output [7:0] dout
    );
parameter idle = 2'b00, start = 2'b01, data = 2'b10, stop = 2'b11;
reg [1:0] state_reg, state_next;
reg [3:0] s_reg, s_next;
reg [2:0] n_reg, n_next;
reg [7:0] b_reg, b_next;
always @(posedge clk or posedge rst)
    begin
        if (rst)
            begin
                state_reg <= idle;
                s_reg <= 0;
                n_reg <= 0;
                b_reg <= 0;
            end
       else
        begin
            state_reg <= state_next;
            s_reg <= s_next;
            n_reg <= s_next;
            b_reg <= s_next;
        end
    end
always @(*)
    begin
        state_next = state_reg;
        rx_done_tick = 1'b0;
        s_next = s_reg;
        n_next = n_reg;
        b_next = b_reg;
        case (state_reg)
            idle: 
                if (~rx)
                    begin
                        state_next = start;
                        s_next = 0;
                    end
            start:
                if (s_tick)
                    if (s_reg == 7)
                        begin
                            state_next = data;
                            s_next = 0;
                            n_next = 0;
                        end
                   else
                    s_next = s_reg + 1;
            data:
                if (s_tick)
                    if (s_reg == 15)
                        begin
                            s_next = 0;
                            b_next = {rx, b_reg [7:1]};
                            if (n_reg == (DBIT - 1))
                                state_next = stop;
                            else
                                n_next = n_reg + 1;
                        end
                        else
                            s_next = s_reg + 1;
            stop:
                if (s_tick)
                    if (s_reg == (SB_TICK - 1))
                        begin
                            state_next = idle;
                            rx_done_tick = 1'b1;
                        end
                    else
                        s_next = s_reg + 1;
       endcase            
   end
 assign dout = b_reg;    
endmodule
`timescale 1ns / 1ps
module uart_top(input clk,
input rst,
input [10:0] dvsr,
input [7:0] din,
input rx,
input tx_start,
output tx,
output [7:0] dout,
output rx_done_tick,
output tx_done_tick
    );
 wire tick;
 baud_gen b1 (clk, rst, dvsr, tick);     
 uart_rx r1 (clk, rst, rx, tick, rx_done_tick, dout);
 uart_tx t1 (clk, rst, tx_start, tick, din, tx_done_tick, tx);
endmodule
`timescale 1ns / 1ps
module uart_tx #(
 parameter DBIT = 8,              
            SB_TICK = 16)       
(
input clk,
input rst,
input tx_start,
input s_tick,
input [7:0] din,
output reg tx_done_tick,
output tx
    );
parameter idle = 2'b00, start = 2'b01, data = 2'b10, stop = 2'b11;
reg [1:0] state_reg, state_next;
reg [3:0] s_reg, s_next;
reg [2:0] n_reg, n_next;
reg [7:0] b_reg, b_next;
reg tx_reg, tx_next;
always @(posedge clk or posedge rst)
    begin
        if (rst)
            begin
                state_reg <= idle;
                s_reg <= 0;
                n_reg <= 0;
                b_reg <= 0;
                tx_reg <= 1'b1;
            end
       else
        begin
            state_reg <= state_next;
            s_reg <= s_next;
            n_reg <= s_next;
            b_reg <= s_next;
            tx_reg <= tx_next;
        end
    end
always @(*)
    begin
        state_next = state_reg;
        tx_done_tick = 1'b0;
        s_next = s_reg;
        n_next = n_reg;
        b_next = b_reg;
        tx_next = tx_reg;
        case (state_reg)
            idle:
                begin
                tx_next = 1'b1; 
                if (~tx)
                    begin
                        state_next = start;
                        s_next = 0;
                        b_next = din;
                    end
                end
            start:
                begin
                tx_next = 1'b0;
                if (s_tick)
                    if (s_reg == 15)
                        begin
                            state_next = data;
                            s_next = 0;
                            n_next = 0;
                        end
                   else
                    s_next = s_reg + 1;
            end
            data:
                begin
                tx_next = b_reg [0];
                if (s_tick)
                    if (s_reg == 15)
                        begin
                            s_next = 0;
                            b_next = b_reg >> 1;
                            if (n_reg == (DBIT - 1))
                                state_next = stop;
                            else
                                n_next = n_reg + 1;
                        end
                        else
                            s_next = s_reg + 1;
            end
            stop:
                begin
                tx_next = 1'b1;
                if (s_tick)
                    if (s_reg == (SB_TICK - 1))
                        begin
                            state_next = idle;
                            tx_done_tick = 1'b1;
                        end
                    else
                        s_next = s_reg + 1;
                end
       endcase            
   end
 assign tx = tx_reg;    
endmodule
### flow/run.sh
#!/bin/bash
# OpenROAD 26Q1-2900-gdf79404cd8, Yosys 0.63+post, stock flow scripts
make -C /OpenROAD-flow-scripts/flow DESIGN_CONFIG=/design/flow/config.mk WORK_HOME=/design/flow/orfs finish
### flow/config.mk
export PLATFORM = sky130hd
export DESIGN_NAME = uart_top
export DESIGN_NICKNAME = uart_top
export VERILOG_FILES = /design/flow/design.v
export SDC_FILE = /design/flow/constraint.sdc
export NUM_CORES = 4
export LEC_CHECK = 1
export CORE_UTILIZATION = 30
### flow/constraint.sdc
current_design uart_top

set clk_period 3.9
set clk_io_pct 0.2

create_clock -name clk0 -period $clk_period [get_ports {clk}]

set non_clock_inputs [all_inputs -no_clocks]
set_input_delay [expr $clk_period * $clk_io_pct] -clock clk0 $non_clock_inputs
set_output_delay [expr $clk_period * $clk_io_pct] -clock clk0 [all_outputs]
==> flow_summary.ini <==
; synthesis and place-and-route metrics
[synth]
synthesized_instance_count = 193
fa_ha_area_share_pct = 5.61
syn_area_mm2 = 0.00178
numSynthFlops = 28
yosys.area.top_type_share_pct = 35.1
edf_count = 0
ys.flop_type = sky130_fd_sc_hd__dfrtp_1
netlist.top_cell.by_area = sky130_fd_sc_hd__dfrtp_1
ys_warn_count = 3
ys_cells = 193
post_synth_main_area_contributors = sky130_fd_sc_hd__dfrtp_1, sky130_fd_sc_hd__xnor2_1, sky130_fd_sc_hd__ha_1, sky130_fd_sc_hd__dfstp_2, sky130_fd_sc_hd__nand2_1
ys_top_cells_by_count = sky130_fd_sc_hd__dfrtp_1, sky130_fd_sc_hd__nand2_1, sky130_fd_sc_hd__nor2_1, sky130_fd_sc_hd__xnor2_1
yosysUniqueCellTypes = 44
ys_area_mm2 = 0.00178
yosys-dominant-comb-family = simple AND/OR/NAND/NOR gates
synth_xor_xnor_area_share_pct = 9.82
synth.mux.area_fraction_pct = 2.88
synthAoiAreaFrac_pct = 15.8
synth-simple-area-share_pct = 18.2
post_synth.cell_area_avg_um2 = 9.24
post_synth_arst_share_pct = 100
yosysMostFrequentCell = sky130_fd_sc_hd__dfrtp_1
synth-seq-area-share_pct = 39.5

[timing]
finalWorstPathRequiredPeriod_ns = 3.09
finalSetupViolations = 0
worstMarginPinSlew_ns = 0.739
finalCritPeriodShare_pct = 79.3
holdWs_ns = 0.505
finalClockSkew_ns = 0.00746
finalMaxSlewViolations = 0
max-slew-margin-rel_pct = 50.3
rsz0062_at_grt = no
timing_hold_violations_final = 0
final.setup.tns_ns = 0
clock.fmax_ghz = 0.324

[clock_tree]
clock_sink_count = 28
cts.repair_timing.setup_buffer_count = 0
tritoncts.num_buffers = 3
cts-resized-gates = 0
cts_max_path_buffers = 2
clk-insertion-delay-late_ns = 0.27
cts_hold_buffers = 0
cts_tree = yes
cts.clk_slew.worst_paths_ns = 0.10
root_buffer_master = sky130_fd_sc_hd__clkbuf_8
clock_tree.htree_level_count = 1

[floorplan]
chipArea_mm2 = 0.00626
initCoreUtil_pct = 31.8
floorplan.rows = 27
dieHeight_um = 79.1
io_pins = 34
core-area_mm2 = 0.00561
die_w_um = 79.1

[status]
status = finished clean

[global_routing]
grt_pass1_vias = 1259
grt_start_max_net_pins = 29
track_usage_pct = 12.0
gr-total-overflow = 0
antenna_violations_before_repair = 0
grt_pass1_wl_um = 5960

[power_and_ir_drop]
power.density_cell_area_mw_per_mm2 = 420
vdd_drop_max_v = 0.000294
static-leakage-power_uw = 0.000818

[finish]
fin_cells = 280
max_ffs_per_register = 11
area_growth_pct = 14.8
drive_gt1_share_pct = 6.73

[detailed_routing]
detailroute.via_count = 1378
number_of_search_and_repair_iterations_in_the_first_detailed_routing_pass = 4
route.antenna.remaining_nets = 0
antenna-diode-count = 0
detail_route.drc_violations = 0
detail_route.wirelength_um = 3380
routedWlPerCell_um = 12.1
via_density_per_instance = 4.92
starting_drc_count_in_detailed_routing = 128

[place]
place_hpwl_um = 2480
placed_cells = 276
io_buffer_count = 20
globalplace.congestion = 0.823

[worst_setup_path]
path_max_fanout = 13
worstSetupPathType = flop to primary output
critPathRequiredTime_ns = 3.12
worstRegToRegCells = 5
reg2reg_to = t1.s_reg[2]$_DFF_PP0_
reg2reg_slack_ns = 1.79
endpoint_kind = primary output
kind_of_launch_point_of_the_worst_setup_path = flop
worst-endpoint-arrival_ns = 2.31
regToRegStartpoint = b1.r_reg[0]$_DFF_PP0_

[hold_path]
worst_hold_path_type = flop to flop
hold_path_startpoint = r1.state_reg[0]$_DFF_PP1_
worstHoldPathCells = 2
hold-path-endpoint = r1.state_reg[2]$_DFF_PP0_

[run]
drv.max_cap_violation_count = 0
tool_warnings = 35
area by class of cell:
type                            instances  area (um^2)
Clock buffer                            4         55.1
Fill cell                             596         3560
Inverter                                9         33.8
Multi-Input combinational cell        145          948
Sequential cell                        28          704
Tap cell                               72         90.1
Timing Repair Buffer                   22          215
stage by stage:
step	power, uW	worst slack [ns]	area (um^2)	utilization, %
2_1_floorplan	620	1.88	1790	-
3_3_place_gp	683	1.07	1990	35.5
3_5_place_dp	686	1.06	1990	35.5
4_1_cts	875	0.750	2050	36.5
5_1_grt	931	0.515	2050	36.5
6_report	859	0.809	2050	36.5
power breakdown:
part | leakage (uW) | switching, uW | total (uW) | internal (uW)
Sequential | 0.000351 | 78.8 | 416 | 337
Clock | 0.0000288 | 90.2 | 181 | 90.4
Combinational | 0.000438 | 121 | 263 | 142
Total | 0.000818 | 290 | 859 | 569
worst max path at each step:
| stage | startpoint | cells after the start | end | slack (ns) |
|---|---|---|---|---|
| CTS | b1.r_reg[1]$_DFF_PP0_ | 6 | rx_done_tick | 0.75 |
| finish | b1.r_reg[0]$_DFF_PP0_ | 5 | rx_done_tick | 0.81 |
| global route | b1.r_reg[1]$_DFF_PP0_ | 6 | rx_done_tick | 0.52 |
cell families (layout without fill, tap and decap cells):
group,after synthesis,in the layout
AND/OR/NAND/NOR,68,68
AND-OR/OR-AND,40,40
flip-flops,28,28
buffers and inverters,23,35
XOR/XNOR,20,20
adder cells (fa/ha/maj),8,8
multiplexers,5,5
other,1,4
placed cells by master, fill, tap and decap left out, types with 4 or more instances in the layout:
cell and instances:
sky130_fd_sc_hd__clkbuf_8 4, sky130_fd_sc_hd__clkdlybuf4s50_1 20, sky130_fd_sc_hd__conb_1 4, sky130_fd_sc_hd__dfrtp_1 25
sky130_fd_sc_hd__ha_1 8, sky130_fd_sc_hd__inv_1 9, sky130_fd_sc_hd__mux2i_1 4, sky130_fd_sc_hd__nand2_1 19
sky130_fd_sc_hd__nand3_1 11, sky130_fd_sc_hd__nor2_1 19, sky130_fd_sc_hd__nor3_1 6, sky130_fd_sc_hd__o211ai_1 5
sky130_fd_sc_hd__o21ai_0 11, sky130_fd_sc_hd__o31ai_1 4, sky130_fd_sc_hd__xnor2_1 18
critical path: stages (launching register included):
cell                              delay (ns)
sky130_fd_sc_hd__dfrtp_1                0.47
sky130_fd_sc_hd__ha_1                   0.19
sky130_fd_sc_hd__nor4b_2                0.24
sky130_fd_sc_hd__nand3_1                0.40
sky130_fd_sc_hd__nor2_1                 0.26
sky130_fd_sc_hd__clkdlybuf4s50_1        0.48
metal layers:
layer | global-route usage, % | part of all wire [%] | up-vias
met2 | 17.7 | 45 | 26
met4 | 1.09 | 0.86 | 0
met1 | 19.5 | 50 | 645
met5 | 0 | 0 | -
met3 | 2.33 | 3.9 | 2
li1 | - | - | 705
No activity file was given, so power comes from the tool's default toggle rates.
